### ./run.sh
#!/bin/bash
# OpenROAD 26Q1-2900-gdf79404cd8, Yosys 0.63+post, stock flow scripts
make -C /OpenROAD-flow-scripts/flow DESIGN_CONFIG=/design/flow/config.mk WORK_HOME=/design/flow/orfs finish
### ./config.mk
export PLATFORM = sky130hd
export DESIGN_NAME = router_reg
export DESIGN_NICKNAME = router_reg
export VERILOG_FILES = /design/flow/design.v
export SDC_FILE = /design/flow/constraint.sdc
export NUM_CORES = 4
export LEC_CHECK = 1
export CORE_UTILIZATION = 40
### ./constraint.sdc
current_design router_reg

set clk_period 5.2
set clk_io_pct 0.2

create_clock -name clk0 -period $clk_period [get_ports {clk}]

set non_clock_inputs [all_inputs -no_clocks]
set_input_delay [expr $clk_period * $clk_io_pct] -clock clk0 $non_clock_inputs
set_output_delay [expr $clk_period * $clk_io_pct] -clock clk0 [all_outputs]
### ./design.v
module router_reg(clk,resetn,packet_valid,datain,fifo_full,detect_add,ld_state,laf_state,full_state,lfd_state,rst_int_reg,err,parity_done,low_packet_valid,dout);
    input clk,resetn,packet_valid;
	input [7:0] datain;
	input fifo_full,detect_add,ld_state,laf_state,full_state,lfd_state,rst_int_reg;
	output reg err,parity_done,low_packet_valid;
	output reg [7:0] dout;
	reg[7:0] header;
	reg[7:0] fifo_full_reg;
	reg[7:0]int_parity;
	reg packet_parity;
	always@(posedge clk)
		begin
		  if(!resetn) {int_parity,packet_parity,header,fifo_full_reg,dout,err,parity_done,low_packet_valid}=0;
		  else
		      begin
                  parity_done= (!detect_add &&
                               (((ld_state && !(fifo_full || packet_valid))||
                               (laf_state && low_packet_valid && !parity_done))))
                               ? 1:0;
                  low_packet_valid=(!rst_int_reg && ld_state && !packet_valid)? 1:0;
                  if(packet_valid)
                     begin
                         if(detect_add) header=datain;  
                         if(lfd_state) 
                             begin
                                dout=header;  
                                int_parity=int_parity ^ header;
                             end
                         if(ld_state && !fifo_full) 
                             begin
                                dout=datain;  
                                int_parity= int_parity ^ datain;
                             end
                         if(ld_state && fifo_full) fifo_full_reg=datain;  
                     end
                  if(laf_state) 
                     begin
                         dout=fifo_full_reg; 
                         int_parity = int_parity ^ fifo_full_reg;
                     end
                  if(!packet_valid && !packet_parity)
                     begin
                         if(!fifo_full && ld_state) 
                            begin
                                err=(int_parity == datain)? 1:0;
                                packet_parity=1'b1;
                            end
                         else if(!low_packet_valid) 
                            begin
                                err=(fifo_full_reg == int_parity)? 1:0;
                                packet_parity=1'b1;
                            end
                     end
              end
        end
endmodule
==> impl_metrics.yaml <==
# implementation run metrics
outcome:
  status: "completed"
final_timing:
  skew_ns: 0.00431
  drv_slew: 0
  finalSetupViolCount: 0
  hold_slack_ns: 0.459
  fin_tns_setup_ns: 0
  grt_setup_unrepaired: "false"
  fmax_mhz: 296
  finalHoldViolations: 0
  tightest_slew_ns: 0.557
  fin_crit_sh_pct: 64.9
  period_minus_slack_ns: 3.38
  slew_headroom_pct: 62.8
power:
  ir_drop_mv: 0.102
  power_density_nw_per_um2: 244
  p_leak_nw: 1.05
critical_path:
  worstSetupEndpointType: "flip-flop"
  critPathKind: "primary input to flip-flop"
  timing.rr.end: "err$_SDFFE_PN0P_"
  startpoint_type: "primary input"
  rr_worst_depth: 7
  r2r_slack_ns: 3.23
  worstPathMaxFanout: 17
  required_ns: 5.43
  rr_startpoint: "header[3]$_SDFFE_PN0P_"
  arrival_ns: 3.61
yosys:
  yosys_warnings: 1
  ys_cells: 255
  ys_seq_share_pct: 31.9
  synth.avg_cell_area_sq_um: 8.85
  synth-area-yosys_sq_um: 2260
  ys_ff: 36
  synth.distinct_cells: 49
  syn_area_sq_um: 2260
  syn_inst: 255
global_route:
  grt_remaining_overflow: 0
  grt_max_degree: 38
  antenna_found_initial: 0
  grt_usage_pct: 19.7
  grt_pass1_vias: 1726
  grt_first_pass_wirelength_um: 8980
floorplan:
  num_io_pins: 29
  chip_area_sq_um: 5940
  die_h_um: 77.1
  fp-utilization_pct: 42.8
  core_sq_um: 5270
  die_w_um: 77.1
  rows: 26
drt:
  drtAntennaViolNets: 0
  remaining_drc_errors: 0
  wirelength_um: 5380
  vias: 1819
  first_pass_iters: 4
  detail_route.wl_per_cell_um: 15.6
  first_iter_violations: 56
  vias_per_cell: 5.27
  antenna-diode-count: 0
final_layout:
  mi_logic_area_sq_um: 1420
  layout-drive-gt1-share_pct: 7.27
  regArea_sq_um: 721
  num-fill-cells: 532
  fin_area_sq_um: 2630
  area_delta_synth_final_pct: 16.5
clocking:
  clk_pin_slew_ns: 0.07
  cts_repair_resize_count: 0
  root_buffer: "clkbuf_8"
  htree_levels: 2
  cts_buffer_depth: 2
  clkLatencyLatePin_ns: 0.29
  post-cts-setup-buffer-count: 0
  clkSinkCount: 36
  numCtsBuffers: 5
  ctsHoldBuffers: 0
  cts_tree: "done"
min_path:
  hold_depth: 1
  min_delay_worst_endpoint: "packet_parity$_SDFFE_PN0P_"
  hold_path.startpoint: "packet_parity$_SDFFE_PN0P_"
  hold_path_class: "flip-flop to flip-flop"
placement:
  gp_congestion: 0.817
  dp_hpwl_um: 3670
  portBuffers: 27
  post_dp_cell_area_sq_um: 2550
flow_run:
  warnings: 26
  maxCapViolations: 0
==> final cells by class <==
type	instances	share of cell area (%)
Clock buffer	6	2.76
Clock inverter	1	0.190
Inverter	5	0.714
Multi-Input combinational cell	196	54.2
Sequential cell	36	27.4
Tap cell	70	3.33
Timing Repair Buffer	31	11.4
==> Yosys cell counts (all sizes together) <==
cell type | instances | area, sq um
a32o | 1 | 10.0
clkbuf | 10 | 38.8
nand2b | 3 | 18.8
a31oi | 2 | 12.5
or2b | 2 | 15.0
a21oi | 6 | 33.8
inv | 5 | 18.8
xor2 | 6 | 52.6
a211oi | 3 | 22.5
dfxtp | 36 | 721
a211o | 3 | 26.3
and4bb | 1 | 12.5
nor4 | 2 | 12.5
nand3b | 1 | 7.51
and2 | 6 | 37.5
nor2 | 6 | 25.0
xnor3 | 3 | 67.6
and3b | 2 | 17.5
o21a | 7 | 52.6
and3 | 2 | 12.5
mux2i | 31 | 323
and2b | 1 | 7.51
nor4bb | 1 | 10.0
or3b | 1 | 8.76
nor2b | 15 | 101
nand3 | 15 | 80.1
o2111a | 1 | 11.3
buf | 8 | 53.8
nand2 | 28 | 105
o311a | 2 | 20.0
a21boi | 8 | 60.1
nor3 | 1 | 5.00
xnor2 | 12 | 113
o22ai | 3 | 18.8
and4 | 1 | 10.0
a311oi | 2 | 23.8
o21ai | 18 | 90.1
==> cells by family (layout without fill, tap and decap cells) <==
| group | after synthesis | in the layout | synth area share (%) |
|---|---|---|---|
| AOI/OAI and AO/OA | 56 | 56 | 16.9 |
| xor gates and xnor gates | 21 | 21 | 10.3 |
| buffers and inverters | 23 | 43 | 4.94 |
| DFF | 36 | 36 | 31.9 |
| muxes | 31 | 31 | 14.3 |
| and+or+nand+nor | 88 | 88 | 21.6 |
==> metal layers <==
metal | vias up | track usage (%) | part of all wire, %
li1 | 938 | - | -
met2 | 39 | 30.8 | 44
met3 | 7 | 2.30 | 4.3
met4 | 0 | 3.02 | 1.3
met5 | - | 0 | 0
met1 | 835 | 30.3 | 51
==> power breakdown <==
group / switching, W / internal [W] / total (W)
clock network: 0.0000998 / 0.0000912 / 0.000191
registers: 0.00000864 / 0.000292 / 0.000300
logic: 0.0000746 / 0.0000748 / 0.000149
==> how the worst max path moves through the flow <==
stage / start / to / depth (start not counted)
CTS: detect_add / err$_SDFFE_PN0P_ / 9
global route: detect_add / err$_SDFFE_PN0P_ / 9
finish: detect_add / err$_SDFFE_PN0P_ / 9
==> stage by stage <==
step / cells / setup slack (ns) / utilization [%] / total power [W]
5_1_grt: 345 / 1.64 / 49.9 / 0.000677
3_5_place_dp: 338 / 1.52 / 48.4 / 0.000456
3_3_place_gp: 338 / 1.56 / 48.4 / 0.000455
6_report: 345 / 1.82 / 49.9 / 0.000641
2_1_floorplan: 255 / 2.56 / - / 0.000410
4_1_cts: 345 / 1.83 / 49.9 / 0.000648
==> critical path: stages <==
cell and delay, ns:
clkdlybuf4s50_1 0.82, buf_4 0.33, and2_1 0.17, o21ai_0 0.08, a211oi_1 0.41, xnor2_1 0.16
xnor2_1 0.15, nor4_1 0.29, a32o_1 0.16
==> cell usage in the layout, fill, tap and decap left out, drive strengths merged, types with 2 or more instances in the layout <==
master,n
dfxtp,36
mux2i,31
nand2,28
clkdlybuf4s50,27
o21ai,18
nor2b,15
nand3,15
xnor2,12
a21boi,8
o21a,7
and2,6
xor2,6
nor2,6
a21oi,6
clkbuf,6
inv,5
buf,4
nand2b,3
o22ai,3
a211oi,3
a211o,3
xnor3,3
and3,2
and3b,2
or2b,2
a31oi,2
nor4,2
o311a,2
a311oi,2
Power and IR drop assume default switching activity.
