--- design/flow/config.mk ---
export PLATFORM = sky130hd
export DESIGN_NAME = router_top
export DESIGN_NICKNAME = router_top
export VERILOG_FILES = /design/flow/design.v
export SDC_FILE = /design/flow/constraint.sdc
export NUM_CORES = 4
export LEC_CHECK = 1
export CORE_AREA = 10 10 95 95
export DIE_AREA = 0 0 105 105
--- design/flow/constraint.sdc ---
current_design router_top

set clk_period 2.0
set clk_io_pct 0.2

create_clock -name clk0 -period $clk_period [get_ports {clk}]

set non_clock_inputs [all_inputs -no_clocks]
set_input_delay [expr $clk_period * $clk_io_pct] -clock clk0 $non_clock_inputs
set_output_delay [expr $clk_period * $clk_io_pct] -clock clk0 [all_outputs]
--- design/flow/design.v ---
module register(clk,resetn,packet_valid,datain,fifo_full,detect_add,ld_state,laf_state,full_state,lfd_state,rst_int_reg,err,parity_done,low_packet_valid,dout);
    input clk,resetn,packet_valid;
	input [7:0] datain;
	input fifo_full,detect_add,ld_state,laf_state,full_state,lfd_state,rst_int_reg;
	output reg err,parity_done,low_packet_valid;
	output reg [7:0] dout;
	reg[7:0] hold_header_byte;
	reg[7:0] fifo_full_state_byte;
	reg[7:0]internal_parity;
	reg[7:0] packet_parity_byte;
    always@(posedge clk)
        begin
            if(!resetn) parity_done=1'b0;
            else  
                begin
                    if(ld_state && !(fifo_full || packet_valid)) parity_done<=1'b1;
                    else if(laf_state && low_packet_valid && !parity_done) parity_done<=1'b1;
                    else if(detect_add) parity_done<=1'b0;
                end
        end
    always@(posedge clk)
        begin
            if(!resetn) low_packet_valid<=1'b0;
            else  
                begin
                    if(rst_int_reg) low_packet_valid<=1'b0;
                    if(ld_state && !packet_valid) low_packet_valid<=1'b1;
                end
        end
    always@(posedge clk)
        begin
            if(!resetn)
                dout<=8'b0;
            else
            begin
                if(detect_add && packet_valid)
                    hold_header_byte<=datain;
                else if(lfd_state)
                    dout<=hold_header_byte;
                else if(ld_state && !fifo_full)
                    dout<=datain;
                else if(ld_state && fifo_full)
                    fifo_full_state_byte<=datain;
                else 
                    begin
                        if(laf_state)
                            dout<=fifo_full_state_byte;
                    end
            end
        end
    always@(posedge clk)
        begin
            if(!resetn)
                internal_parity<=8'b0;
            else if(lfd_state)
                internal_parity<=internal_parity ^ hold_header_byte;
            else if(ld_state && packet_valid && !full_state)
                internal_parity<=internal_parity ^ datain;
            else 
                begin	
                    if (detect_add)
                        internal_parity<=8'b0;
                end
        end
    always@(posedge clk)
        begin
            if(!resetn)
                packet_parity_byte<=8'b0;
            else 
                begin
                    if(!packet_valid && ld_state)
                        packet_parity_byte<=datain;
                end
        end
    always@(posedge clk)
        begin
            if(!resetn)
                err<=1'b0;
            else 
                begin
                    if(parity_done)
                    begin
                        if(internal_parity!=packet_parity_byte)
                            err<=1'b1;
                        else
                            err<=1'b0;
                    end
                end
        end
endmodule
module router_fifo(clk,resetn,soft_reset,write_enb,read_enb,lfd_state,datain,full,empty,dataout);
    input clk,resetn,soft_reset,write_enb,read_enb,lfd_state;
    input [7:0]datain;
    output full,empty;
    output reg [7:0]dataout;
    integer i,j,
            ptr_count, 
            pkt_counter; 
    reg[8:0]mem[15:0];
    reg [7:0] temp;
    reg temp_flag;
    always@(*)
        begin
            temp<=datain;
            if(lfd_state) temp_flag=1'b1;
        end
    always@(posedge clk)
        begin
            if(!resetn || soft_reset) 
                begin
                    {dataout,ptr_count}=0; 
                    for(i=0;i<16;i=i+1) mem[i]<=0; 
                    {i,j}<=0;
                    pkt_counter<=-1; 
                end
            else
                begin
                    if(write_enb && !full) 
                        begin
                            mem[i][8:1]<=temp;
                            mem[i][0]=(temp_flag)? 1:0; 
                            temp_flag=1'b0;
                            i=(i+1)%16;
                            ptr_count=ptr_count+1; 
                        end
                    if(read_enb && !empty) 
                        begin
                            if(!pkt_counter) dataout=8'bz; 
                            else if(mem[j][0] && (pkt_counter==-1)) 
                                begin
                                    pkt_counter=(mem[j][8:3])+1; 
                                    dataout=mem[j][8:1];
                                    j=(j+1)%16;
                                    ptr_count=ptr_count-1; 
                                end
                            else if(pkt_counter>0)
                                begin
                                    dataout=mem[j][8:1];
                                    j=(j+1)%16;
                                    ptr_count=ptr_count-1; 
                                    pkt_counter=pkt_counter -1; 
                                end
                            else dataout=8'hff; 
                        end
                end
        end
        assign full=(ptr_count && (i==j))? 1:0;
        assign empty=(!ptr_count && (i==j))?1:0;
endmodule
module router_fsm(clk,resetn,packet_valid,datain,
           fifo_full,fifo_empty_0,fifo_empty_1,fifo_empty_2,
           soft_reset_0,soft_reset_1,soft_reset_2,parity_done, 
           low_packet_valid, write_enb_reg,detect_add,ld_state,laf_state,lfd_state,full_state,rst_int_reg,busy
           );
	input clk,resetn,packet_valid;
	input [1:0] datain;
	input fifo_full,fifo_empty_0,fifo_empty_1,fifo_empty_2,soft_reset_0,soft_reset_1,soft_reset_2,parity_done, low_packet_valid;
	output write_enb_reg,detect_add,ld_state,laf_state,lfd_state,full_state,rst_int_reg,busy;
    parameter DECODE_ADDRESS=3'b000,
	WAIT_TILL_EMPTY=3'b001,
	LOAD_FIRST_DATA=3'b010,
	LOAD_DATA=3'b011,
	LOAD_PARITY=3'b100,
	FIFO_FULL_STATE=3'b101,
	LOAD_AFTER_FULL=3'b110,
	CHECK_PARITY_ERROR=3'b111;
	reg[2:0] state,next_state;
	always@(posedge clk)
		begin
			if(!resetn) state=DECODE_ADDRESS;
			else state=next_state;
	   end
	always@(*)
       begin
           case(state)
                    DECODE_ADDRESS:begin
                       if((packet_valid && (datain[1:0]==0) && fifo_empty_0)||
                          (packet_valid && (datain[1:0]==1) && fifo_empty_1)||
                          (packet_valid && (datain[1:0]==2) && fifo_empty_2))
                           next_state=LOAD_FIRST_DATA;
                       else if
                         ((packet_valid && (datain[1:0]==0) && !fifo_empty_0)||
                          (packet_valid && (datain[1:0]==1) && !fifo_empty_1)||
                          (packet_valid && (datain[1:0]==2) && !fifo_empty_2))
                           next_state=WAIT_TILL_EMPTY;
                       else next_state=DECODE_ADDRESS;
                    end
	                WAIT_TILL_EMPTY:begin
		              if((fifo_empty_0 && (datain==2'b0))||(fifo_empty_1 && (datain==2'b01))||(fifo_empty_2 && (datain==2'b11)))
				          next_state=LOAD_FIRST_DATA;
				      else next_state=WAIT_TILL_EMPTY;
				    end
				    LOAD_FIRST_DATA:next_state=LOAD_DATA;
				    LOAD_DATA:begin
				      if(!fifo_full && !packet_valid) next_state=LOAD_PARITY;
				      else if(fifo_full) next_state=FIFO_FULL_STATE;
				      else next_state=LOAD_DATA;
				    end
				    LOAD_PARITY:next_state=CHECK_PARITY_ERROR;
				    FIFO_FULL_STATE:begin
				      if(!fifo_full) next_state=LOAD_AFTER_FULL;
				      else next_state=FIFO_FULL_STATE;
				    end
				    LOAD_AFTER_FULL:begin
				      if(!parity_done && low_packet_valid) next_state=LOAD_PARITY;
				      else if(!parity_done && !low_packet_valid) next_state=LOAD_DATA;
				      else if(parity_done) next_state=DECODE_ADDRESS;
				      else next_state=LOAD_AFTER_FULL;
				    end
				    CHECK_PARITY_ERROR:begin
				      if(!fifo_full) next_state=DECODE_ADDRESS;
				      else next_state=FIFO_FULL_STATE;
				    end
				    default: next_state=DECODE_ADDRESS;
        endcase
    end
    assign busy=((state==LOAD_FIRST_DATA)||(state==LOAD_PARITY)||
                 (state==FIFO_FULL_STATE)||(state==LOAD_AFTER_FULL)||
                 (state==WAIT_TILL_EMPTY)||(state==CHECK_PARITY_ERROR))?1:0;
    assign detect_add=((state==DECODE_ADDRESS))?1:0;
    assign lfd_state=((state==LOAD_FIRST_DATA))?1:0;
    assign ld_state=((state==LOAD_DATA))?1:0;
    assign write_enb_reg=((state==LOAD_DATA)||(state==LOAD_AFTER_FULL)||(state==LOAD_PARITY))?1:0;
    assign full_state=((state==FIFO_FULL_STATE))?1:0;
    assign laf_state=((state==LOAD_AFTER_FULL))?1:0;
    assign rst_int_reg=((state==CHECK_PARITY_ERROR))?1:0;
endmodule
module router_sync(clk,resetn,detect_add,write_enb_reg,read_enb_0,read_enb_1,read_enb_2,empty_0,empty_1,empty_2,full_0,full_1,full_2,datain,
				   vld_out_0,vld_out_1,vld_out_2,write_enb,fifo_full, soft_reset_0,soft_reset_1,soft_reset_2);
		input clk,resetn,detect_add,write_enb_reg,read_enb_0,read_enb_1,read_enb_2,empty_0,empty_1,empty_2,full_0,full_1,full_2;
		input [1:0]datain;
		output wire vld_out_0,vld_out_1,vld_out_2;
		output reg [2:0]write_enb;
		output reg fifo_full, soft_reset_0,soft_reset_1,soft_reset_2;
		integer counter_0,counter_1,counter_2; 
		reg [2:0] temp;
		always@(posedge clk)
		  begin
		      if(!resetn)
		          begin
		              counter_0<=30; 
		              counter_1<=30;
		              counter_2<=30;
		              {write_enb,fifo_full,soft_reset_0,soft_reset_1,soft_reset_2}=0;
		          end
		      else if(detect_add)
		          begin
		              temp<=datain;
		              case(datain)
		                  2'b00: fifo_full<=full_0; 
		                  2'b01: fifo_full<=full_1;
		                  2'b10: fifo_full<=full_2;
		                  default: fifo_full<=1'bz;
		              endcase
		          end
		  end
		  always@(posedge clk)
		  begin
		  if(resetn)
		      begin
		          if(vld_out_0) 
		              begin
                          if(!counter_0 && !read_enb_0 )  
                              begin
                                  soft_reset_0<=1;
                                  counter_0<=30;
                              end
                          else if(!read_enb_0) counter_0<=counter_0-1; 
		              end
		          else counter_0<=30;
		      end
		  end
		  always@(posedge clk)
		  begin
		  if(resetn)
		      begin
		          if(vld_out_1)
		              begin
                          if(!counter_1 && !read_enb_1 ) 
                              begin
                                  soft_reset_1<=1;
                                  counter_1<=30;
                              end
                          else if(!read_enb_1) counter_1<=counter_1-1;
		              end
		          else counter_1<=30;
		      end
		  end
		  always@(posedge clk)
		  begin
		  if(resetn)
		      begin
		          if(vld_out_2)
		              begin
                          if(!counter_2 && !read_enb_2 ) 
                              begin
                                  soft_reset_2<=1;
                                  counter_2<=30;
                              end
                          else if(!read_enb_2) counter_2=counter_2-1;
		              end
		          else counter_2<=30;
		      end
		  end
		  always@(posedge clk)
		      begin
		          if(write_enb_reg)
		              begin
		              case(temp)
		                  2'b00: write_enb<=write_enb_reg ? 3'b001:3'b0 ; 
		                  2'b01: write_enb<=write_enb_reg ? 3'b010: 3'b0;
		                  2'b10: write_enb<=write_enb_reg ? 3'b100: 3'b0;
		                  default:write_enb<=1'bz;
		              endcase
		              end
		      end
		  assign vld_out_0=~empty_0;
		  assign vld_out_1=~empty_1;
		  assign vld_out_2=~empty_2;
endmodule
module router_top(clk, resetn, packet_valid, read_enb_0, read_enb_1, read_enb_2,datain,vldout_0, vldout_1, vldout_2, err, busy,data_out_0, data_out_1, data_out_2);
    input clk, resetn, packet_valid, read_enb_0, read_enb_1, read_enb_2;
	input [7:0]datain; 
	output vldout_0, vldout_1, vldout_2, err, busy;
	output [7:0]data_out_0, data_out_1, data_out_2;
	wire fifo_full,fifo_empty_0,fifo_empty_1,fifo_empty_2,soft_reset_0,soft_reset_1,soft_reset_2,parity_done, low_packet_valid,
	     write_enb_reg,detect_add,ld_state,laf_state,lfd_state,full_state,rst_int_reg;
	wire [7:0] dout;
	wire [2:0] write_enb;
    router_fsm FSM(clk,resetn,packet_valid,datain[1:0],fifo_full,fifo_empty_0,fifo_empty_1,fifo_empty_2,soft_reset_0,soft_reset_1,soft_reset_2,parity_done, low_packet_valid,
                    write_enb_reg,detect_add,ld_state,laf_state,lfd_state,full_state,rst_int_reg,busy);
    register REG(clk,resetn,packet_valid,datain,fifo_full,detect_add,ld_state,laf_state,full_state,lfd_state,rst_int_reg,err,parity_done,low_packet_valid,dout);
    router_fifo FIFO0(clk,resetn,soft_reset,write_enb[0],read_enb,lfd_state,dout,full,empty,data_out_0);
    router_fifo FIFO1(clk,resetn,soft_reset,write_enb[1],read_enb,lfd_state,dout,full,empty,data_out_1);
    router_fifo FIFO2(clk,resetn,soft_reset,write_enb[2],read_enb,lfd_state,dout,full,empty,data_out_2);
    router_sync SYNC(clk,resetn,detect_add,write_enb_reg,read_enb_0,read_enb_1,read_enb_2,empty_0,empty_1,empty_2,full_0,full_1,full_2, datain[1:0],
					vldout_0,vldout_1,vldout_2,write_enb,fifo_full, soft_reset_0,soft_reset_1,soft_reset_2);
endmodule 
--- design/flow/run.sh ---
#!/bin/bash
# OpenROAD 26Q1-2900-gdf79404cd8, Yosys 0.63+post, stock flow scripts
make -C /OpenROAD-flow-scripts/flow DESIGN_CONFIG=/design/flow/config.mk WORK_HOME=/design/flow/orfs finish
==> tab_implementation.tex <==
% Table of physical implementation metrics
\begin{tabular}{lr}
\hline
Metric & Value \\
\hline
\multicolumn{2}{l}{\textbf{Status}} \\
Result of the run & complete, no violations \\
\multicolumn{2}{l}{\textbf{Global route}} \\
Pin count of the biggest net entering global routing & 25 \\
Antenna violations before repair & 0 \\
Wire length of the first global-routing pass & between 4 and 5 mm \\
Overall overflow remaining after global route & 0 \\
Total global-route track usage & roughly 4.7\% \\
Via count of the first global-routing pass & $\sim$940 \\
\multicolumn{2}{l}{\textbf{Finish}} \\
Post-route design area & around 1500 um2 \\
Fin cells & 258 \\
Layout cell share with drive strength beyond 1 & approximately 8.0\% \\
Utilization after layout & between 20\% and 30\% \\
Synth-to-Final Area Change & 14.3\% \\
Most instantiated logic cell after routing & sky130\_fd\_sc\_hd\_\_conb\_1 \\
Most used cells in the layout excluding fill and tap cells & sky130\_fd\_sc\_hd\_\_conb\_1 (28), sky130\_fd\_sc\_hd\_\_dfxtp\_1 (24), sky130\_fd\_sc\_hd\_\_nand2\_1 (18) \\
\multicolumn{2}{l}{\textbf{Setup path}} \\
Reg2reg start & FSM.state[6] \\
CP arrival & around 1300 ps \\
Worst Setup End Kind & output port \\
Startpoint types & flop \\
Worst reg2reg endpoint & REG.packet\_parity\_byte[0] \\
Classification of the worst setup path & reg2out \\
Worst Path Max Fanout & 4 \\
Required time at the endpoint of the critical path & approximately 1600 ps \\
Register-to-Register Path Depth & 4 \\
Worst reg-to-reg setup slack & around 650 ps \\
\multicolumn{2}{l}{\textbf{Power}} \\
Largest voltage drop on the vdd net & around 0.26 mV \\
Pwr Total & 0.940 mW \\
Sequential fraction of design power & between 50\% and 60\% \\
Leak Pwr & between 0.6 and 0.7 nW \\
Power Dens Cells & $\sim$620 nW/um2 \\
Power share of the clock group & 32.5\% \\
Power share of the combinational group & 11.0\% \\
Switching power & 0.225 mW \\
Switching power as a share of total power & roughly a quarter \\
Internal portion of total power & approximately 0.71 mW \\
\multicolumn{2}{l}{\textbf{Drt}} \\
1st-pass router iterations & 4 \\
Post-detailed-routing wire length & roughly 2.7 mm \\
Average wire per cell in the routed design & 10.4 um \\
Tally of nets with antenna violations remaining after routing & 0 \\
Post-route DRC & 0 \\
Routed vias/inst & between 3 and 4 \\
Final antenna diode count & 0 \\
Drt initial violations & 14 \\
Via count & roughly 890 \\
\multicolumn{2}{l}{\textbf{STA}} \\
Fmax & a little under 600 MHz \\
Setup Viol. Count Final & 0 \\
Unrepaired setup endpoints after global routing & false \\
Setup TNS & 0 ps \\
Count of final hold-check violations & 0 \\
Worst-case hold slack & 471 ps \\
Post-route fraction of the period consumed by the critical path & 84.7\% \\
Layout Skew & 7.40 ps \\
Final critical-path setup slack & around 310 ps \\
Clock period minus final worst setup slack & 1690 ps \\
Pins Over Slew Limit & 0 \\
\multicolumn{2}{l}{\textbf{Floorplanning}} \\
Count of pins on the block boundary & between 40 and 50 \\
Placeable core region & about 7000 um2 \\
Chip width & between 100 and 150 um \\
Die Y-Extent & roughly 110 um \\
Number of core rows & 30 \\
Die Size & roughly 11,000 um2 \\
Effective utilization at floorplan & between 10\% and 20\% \\
\multicolumn{2}{l}{\textbf{Synth}} \\
Total cell area reported by yosys after synthesis & 1320 um2 \\
Post-Synthesis Cell Area & around 1300 um2 \\
Average cell area after synthesis & 8.93 um2 \\
Cell Type Count & 28 \\
Top area cells in the synthesized netlist & sky130\_fd\_sc\_hd\_\_dfxtp\_1 (38\%), sky130\_fd\_sc\_hd\_\_buf\_4 (16\%), sky130\_fd\_sc\_hd\_\_and3b\_1 (5.3\%) \\
Part of the Yosys area used for sequential elements & 37.9\% \\
Cell count listed in synth\_stat.txt & 148 \\
Number of warnings printed during yosys synthesis & 43 \\
Instance tally after logic synthesis & 148 \\
Post-synthesis cell type with the largest combined area & sky130\_fd\_sc\_hd\_\_dfxtp\_1 \\
Area leader share & between 30\% and 40\% \\
Post-synth regs & 25 \\
\multicolumn{2}{l}{\textbf{Place}} \\
Routability congestion estimate from global placement & between 0.7 and 0.8 \\
Cell total after placement & around 250 \\
IO buf count & 12 \\
Placement-stage cell area & approximately 1500 um2 \\
Placement-stage worst setup slack & between 150 and 200 ps \\
DPL Wire Length & about 2.0 mm \\
\multicolumn{2}{l}{\textbf{Clock network}} \\
Cts bufs inserted & 3 \\
Clock tree from TritonCTS & yes \\
Register clock-pin slew on the reported worst setup and hold paths & 90 ps \\
H-tree Lvls & 1 \\
Cell at the root of the clock tree & sky130\_fd\_sc\_hd\_\_clkbuf\_8 \\
Number of clock sinks & 25 \\
Clock buffer depth & 2 \\
Clock latency reported for the late side of the worst-skew pair & approximately 270 ps \\
\multicolumn{2}{l}{\textbf{Worst hold path}} \\
Hold crit path type & reg2reg \\
Worst Hold Path Cells & 1 \\
Beginning of the worst hold path & FSM.state[4] \\
Worst Hold End & FSM.state[4] \\
\multicolumn{2}{l}{\textbf{Run}} \\
Number of warnings in the stage logs & 28 \\
Max-cap violations & 0 \\
\hline
\end{tabular}
==> cell usage after synthesis <==
| master | count |
|---|---|
| sky130_fd_sc_hd__buf_4 | 29 |
| sky130_fd_sc_hd__dfxtp_1 | 25 |
| sky130_fd_sc_hd__nand2_1 | 18 |
| sky130_fd_sc_hd__a21boi_0 | 9 |
| sky130_fd_sc_hd__o21ai_0 | 9 |
| sky130_fd_sc_hd__a21boi_1 | 8 |
| sky130_fd_sc_hd__and3b_1 | 8 |
| sky130_fd_sc_hd__nand3b_1 | 8 |
| sky130_fd_sc_hd__xor2_1 | 7 |
| sky130_fd_sc_hd__and2_1 | 3 |
| sky130_fd_sc_hd__buf_2 | 2 |
| sky130_fd_sc_hd__clkbuf_1 | 2 |
| sky130_fd_sc_hd__nand2b_1 | 2 |
| sky130_fd_sc_hd__nor2_1 | 2 |
| sky130_fd_sc_hd__nor2b_1 | 2 |
| sky130_fd_sc_hd__o21a_1 | 2 |
| sky130_fd_sc_hd__a21oi_2 | 1 |
| sky130_fd_sc_hd__a31oi_1 | 1 |
| sky130_fd_sc_hd__and2_4 | 1 |
| sky130_fd_sc_hd__buf_6 | 1 |
| sky130_fd_sc_hd__conb_1 | 1 |
| sky130_fd_sc_hd__nand3_1 | 1 |
| sky130_fd_sc_hd__nor3_1 | 1 |
| sky130_fd_sc_hd__nor3b_1 | 1 |
| sky130_fd_sc_hd__nor4_1 | 1 |
| sky130_fd_sc_hd__o31a_1 | 1 |
| sky130_fd_sc_hd__or4_1 | 1 |
| sky130_fd_sc_hd__xnor2_1 | 1 |
==> cell families (layout without fill, tap and decap cells) <==
group,count (synthesis),count (layout),synth area share (%)
AOI/OAI and AO/OA,31,31,16.0
xor gates and xnor gates,8,8,5.30
buffers and inverters,34,21,18.7
DFF,25,25,37.9
other,1,28,0.284
and+or+nand+nor,49,49,21.9
==> routing by layer <==
layer	vias to the layer above	track usage (%)	wire, um
met5	-	0	0
met3	2	1.24	111
li1	469	-	-
met4	0	0.392	23
met1	397	6.37	1320
met2	22	7.78	1220
==> flip-flops by register name (all words and copies together) (netlist names) <==
| register | cells |
|---|---|
| REG.internal_parity | 8 |
| REG.packet_parity_byte | 8 |
| FSM.state | 6 |
| REG.err | 1 |
| REG.low_packet_valid | 1 |
| REG.parity_done | 1 |
==> critical path: stages (launching register included) <==
cell and delay (ps):
sky130_fd_sc_hd__dfxtp_2 340, sky130_fd_sc_hd__or4_4 540, sky130_fd_sc_hd__dlymetal6s2s_1 150
==> worst max path at each step <==
| stage | startpoint | end | slack, ps |
|---|---|---|---|
| 5_1_grt | FSM.state[3] | busy | 260 |
| 6_report | FSM.state[3] | busy | 310 |
| 4_1_cts | FSM.state[3] | busy | 0.1 |
==> final cells by class <==
class,count,area [um2]
timing repair buffer,17,160
sequential,25,502
fill,786,5400
clock buffer,3,41.3
multi-input combinational,116,679
clock inverter,1,7.51
tap,96,120
==> power by group through the flow <==
stage	clock network (mW)	registers (mW)	logic [mW]
final	0.305	0.532	0.103
after global routing	0.335	0.535	0.119
after CTS	0.314	0.532	0.108
==> timing repair <==
| item | 4_1_cts | 5_1_grt |
|---|---|---|
| setup endpoints to repair | 1 | 1 |
| gates resized | 2 | 1 |
| hold buffers | 0 | 0 |
| setup buffers | 0 | 0 |
No activity file was given, so power comes from the tool's default toggle rates.
