[./run.sh]
#!/bin/bash
# OpenROAD 26Q1-2900-gdf79404cd8, Yosys 0.63+post, stock flow scripts
make -C /OpenROAD-flow-scripts/flow DESIGN_CONFIG=/design/flow/config.mk WORK_HOME=/design/flow/orfs finish
[./constraint.sdc]
current_design combine_fsm_reg

set clk_period 4.4
set clk_io_pct 0.2

create_clock -name clk0 -period $clk_period [get_ports {clk}]

set non_clock_inputs [all_inputs -no_clocks]
set_input_delay [expr $clk_period * $clk_io_pct] -clock clk0 $non_clock_inputs
set_output_delay [expr $clk_period * $clk_io_pct] -clock clk0 [all_outputs]
[./config.mk]
export PLATFORM = sky130hd
export DESIGN_NAME = combine_fsm_reg
export DESIGN_NICKNAME = combine_fsm_reg
export VERILOG_FILES = /design/flow/design.v
export SDC_FILE = /design/flow/constraint.sdc
export NUM_CORES = 4
export LEC_CHECK = 1
export CORE_UTILIZATION = 40
[./design.v]
module combine_fsm_reg(clk,resetn,packet_valid,datain,parity_done,low_packet_valid,err,dout,fifo_full,busy,soft_reset,read_enb,
                       fifo_empty,full,detect_add,ld_state,laf_state,full_state,write_enb_reg,rst_int_reg,lfd_state,vld_out,write_enb,dataout,
                       current_state);
    input clk,resetn,packet_valid; 
    input [7:0]datain;
    input [2:0]read_enb; 
    output busy;
    output fifo_full;
    output [2:0]soft_reset; 
    output [2:0]fifo_empty; 
    output [2:0]full;  
    output [2:0]vld_out;
    output [2:0]write_enb;
    output [7:0]dataout;
    output parity_done,low_packet_valid,err; 
    output [7:0]dout;
    output detect_add,ld_state,laf_state,full_state,write_enb_reg,rst_int_reg,lfd_state;  
    output [2:0]current_state;
    wire detect_add_wire,ld_state_wire,laf_state_wire,full_state_wire,rst_int_reg_wire,lfd_state_wire,write_enb_reg_wire; 
    wire parity_done_wire,low_packet_valid_wire; 
    wire[2:0] fifo_empty_wire,soft_reset_wire,full_wire;
    wire[2:0] write_enb_wire;
    wire[7:0]dout_wire;
    wire fifo_full_wire;
    fsm DUT1(clk,resetn,packet_valid,datain[1:0],
             fifo_full_wire,fifo_empty_wire[0],fifo_empty_wire[1],fifo_empty_wire[2],
             soft_reset_wire[0],soft_reset_wire[1],soft_reset_wire[2],parity_done_wire, 
             low_packet_valid_wire, write_enb_reg,detect_add,ld_state,laf_state,lfd_state,full_state,
             rst_int_reg,busy,current_state);
    register DUT2(clk,resetn,packet_valid,datain,fifo_full_wire,detect_add_wire,ld_state_wire,laf_state_wire,full_state_wire,
                  lfd_state_wire,rst_int_reg_wire,err,parity_done,low_packet_valid,dout);
    router_sync DUT3(clk,resetn,detect_add_wire,write_enb_reg_wire,read_enb[0],read_enb[1],read_enb[2],
                      fifo_empty_wire[0],fifo_empty_wire[1],fifo_empty_wire[2],full_wire[0],full_wire[1],full_wire[2],datain[1:0],
				      vld_out[0],vld_out[1],vld_out[2],write_enb,fifo_full, soft_reset_wire[0],soft_reset_wire[1],soft_reset_wire[2]);
	router_fifo DUT4(clk,resetn,soft_reset_wire[0],write_enb_wire[0],read_enb[0],lfd_state_wire,dout_wire,full[0],fifo_empty[0],dataout);
    assign detect_add_wire=detect_add;
    assign ld_state_wire=ld_state;
    assign laf_state_wire=laf_state;
    assign full_state_wire=full_state;
    assign rst_int_reg_wire=rst_int_reg;
    assign lfd_state_wire=lfd_state;
    assign parity_done_wire=parity_done;
    assign low_packet_valid_wire=low_packet_valid;
    assign fifo_empty_wire[0]=fifo_empty[0];
    assign fifo_empty_wire[1]=fifo_empty[1];
    assign fifo_empty_wire[2]=fifo_empty[2];
    assign soft_reset_wire[0]=soft_reset[0];
    assign soft_reset_wire[1]=soft_reset[1];
    assign soft_reset_wire[2]=soft_reset[2];
    assign write_enb_reg_wire=write_enb_reg;
    assign write_enb_wire[0]=write_enb;
    assign write_enb_wire[1]=write_enb;
    assign write_enb_wire[2]=write_enb;
    assign dout_wire=dout;
    assign full_wire=full;
    assign fifo_full_wire=fifo_full;
endmodule
module fsm(clk,resetn,packet_valid,datain,
           fifo_full,fifo_empty_0,fifo_empty_1,fifo_empty_2,
           soft_reset_0,soft_reset_1,soft_reset_2,parity_done, 
           low_packet_valid, write_enb_reg,detect_add,ld_state,laf_state,lfd_state,full_state,rst_int_reg,busy,current_state);
	input clk,resetn,packet_valid;
	input [1:0] datain;
	input fifo_full,fifo_empty_0,fifo_empty_1,fifo_empty_2,soft_reset_0,soft_reset_1,soft_reset_2,parity_done, low_packet_valid;
	output write_enb_reg,detect_add,ld_state,laf_state,lfd_state,full_state,rst_int_reg,busy;
	output reg [2:0]current_state;
    parameter DECODE_ADDRESS=3'b000,
	WAIT_TILL_EMPTY=3'b001,
	LOAD_FIRST_DATA=3'b010,
	LOAD_DATA=3'b011,
	LOAD_PARITY=3'b100,
	FIFO_FULL_STATE=3'b101,
	LOAD_AFTER_FULL=3'b110,
	CHECK_PARITY_ERROR=3'b111;
	reg[2:0] state,next_state;
	always@(posedge clk)
		begin
			if(!resetn) state<=DECODE_ADDRESS;
			else state<=next_state;
			current_state<=state;
	   end
	always@(*)
       begin
           case(state)
                    DECODE_ADDRESS:begin
                       if((packet_valid && (datain[1:0]==0) && fifo_empty_0)||
                          (packet_valid && (datain[1:0]==1) && fifo_empty_1)||
                          (packet_valid && (datain[1:0]==2) && fifo_empty_2))
                           next_state<=LOAD_FIRST_DATA;
                       else if
                         ((packet_valid && (datain[1:0]==0) && !fifo_empty_0)||
                          (packet_valid && (datain[1:0]==1) && !fifo_empty_1)||
                          (packet_valid && (datain[1:0]==2) && !fifo_empty_2))
                           next_state<=WAIT_TILL_EMPTY;
                       else next_state<=DECODE_ADDRESS;
                    end
	                WAIT_TILL_EMPTY:begin
		              if((fifo_empty_0 && (datain==2'b0))||(fifo_empty_1 && (datain==2'b01))||(fifo_empty_2 && (datain==2'b11)))
				          next_state<=LOAD_FIRST_DATA;
				      else next_state<=WAIT_TILL_EMPTY;
				    end
				    LOAD_FIRST_DATA: next_state<=LOAD_DATA;
				    LOAD_DATA:begin
				      if(!fifo_full && !packet_valid) next_state<=LOAD_PARITY;
				      else if(fifo_full) next_state<=FIFO_FULL_STATE;
				      else next_state<=LOAD_DATA;
				    end
				    LOAD_PARITY:next_state<=CHECK_PARITY_ERROR;
				    FIFO_FULL_STATE:begin
				      if(!fifo_full) next_state<=LOAD_AFTER_FULL;
				      else next_state<=FIFO_FULL_STATE;
				    end
				    LOAD_AFTER_FULL:begin
				      if(!parity_done && low_packet_valid) next_state<=LOAD_PARITY;
				      else if(!parity_done && !low_packet_valid) next_state<=LOAD_DATA;
				      else if(parity_done) next_state<=DECODE_ADDRESS;
				      else next_state<=LOAD_AFTER_FULL;
				    end
				    CHECK_PARITY_ERROR:begin
				      if(!fifo_full) next_state<=DECODE_ADDRESS;
				      else next_state<=FIFO_FULL_STATE;
				    end
				    default: next_state<=DECODE_ADDRESS;
        endcase
    end
    assign busy=((state==LOAD_FIRST_DATA)||(state==LOAD_PARITY)||
                 (state==FIFO_FULL_STATE)||(state==LOAD_AFTER_FULL)||
                 (state==WAIT_TILL_EMPTY)||(state==CHECK_PARITY_ERROR))?1:0;
    assign detect_add=((state==DECODE_ADDRESS))?1:0;
    assign lfd_state=((state==LOAD_FIRST_DATA))?1:0;
    assign ld_state=((state==LOAD_DATA))?1:0;
    assign write_enb_reg=((state==LOAD_DATA)||(state==LOAD_AFTER_FULL)||(state==LOAD_PARITY))?1:0;
    assign full_state=((state==FIFO_FULL_STATE))?1:0;
    assign laf_state=((state==LOAD_AFTER_FULL))?1:0;
    assign rst_int_reg=((state==CHECK_PARITY_ERROR))?1:0;
endmodule
module register(clk,resetn,packet_valid,datain,fifo_full,detect_add,ld_state,laf_state,full_state,lfd_state,rst_int_reg,err,parity_done,low_packet_valid,dout);
    input clk,resetn,packet_valid;
	input [7:0] datain;
	input fifo_full,detect_add,ld_state,laf_state,full_state,lfd_state,rst_int_reg;
	output reg err,parity_done,low_packet_valid;
	output reg [7:0] dout;
	reg[7:0] hold_header_byte;
	reg[7:0] fifo_full_state_byte;
	reg[7:0]internal_parity;
	reg[7:0] packet_parity_byte;
    always@(posedge clk)
        begin
            if(!resetn) parity_done=1'b0;
            else  
                begin
                    if(ld_state && !(fifo_full || packet_valid)) parity_done<=1'b1;
                    else if(laf_state && low_packet_valid && !parity_done) parity_done<=1'b1;
                    else if(detect_add) parity_done<=1'b0;
                end
        end
    always@(posedge clk)
        begin
            if(!resetn) low_packet_valid<=1'b0;
            else  
                begin
                    if(rst_int_reg) low_packet_valid<=1'b0;
                    if(ld_state && !packet_valid) low_packet_valid<=1'b1;
                end
        end
    always@(posedge clk)
        begin
            if(!resetn)
                dout<=8'b0;
            else
            begin
                if(detect_add && packet_valid)
                    hold_header_byte<=datain;
                else if(lfd_state)
                    dout<=hold_header_byte;
                else if(ld_state && !fifo_full)
                    dout<=datain;
                else if(ld_state && fifo_full)
                    fifo_full_state_byte<=datain;
                else 
                    begin
                        if(laf_state)
                            dout<=fifo_full_state_byte;
                    end
            end
        end
    always@(posedge clk)
        begin
            if(!resetn)
                internal_parity<=8'b0;
            else if(lfd_state)
                internal_parity<=internal_parity ^ hold_header_byte;
            else if(ld_state && packet_valid && !full_state)
                internal_parity<=internal_parity ^ datain;
            else 
                begin	
                    if (detect_add)
                        internal_parity<=8'b0;
                end
        end
    always@(posedge clk)
        begin
            if(!resetn)
                packet_parity_byte<=8'b0;
            else 
                begin
                    if(!packet_valid && ld_state)
                        packet_parity_byte<=datain;
                end
        end
    always@(posedge clk)
        begin
            if(!resetn)
                err<=1'b0;
            else 
                begin
                    if(parity_done)
                    begin
                        if(internal_parity!=packet_parity_byte)
                            err<=1'b1;
                        else
                            err<=1'b0;
                    end
                end
        end
endmodule
module router_fifo(clk,resetn,soft_reset,write_enb,read_enb,lfd_state,datain,full,empty,dataout);
    input clk,resetn,soft_reset,write_enb,read_enb,lfd_state;
    input [7:0]datain;
    output full,empty;
    output reg [7:0]dataout;
    integer i,j,
            ptr_count, 
            pkt_counter; 
    reg[8:0]mem[15:0];
    reg [7:0] temp;
    reg temp_flag;
    always@(*)
        begin
            temp<=datain;
            if(lfd_state) temp_flag=1'b1;
        end
    always@(posedge clk)
        begin
            if(!resetn || soft_reset) 
                begin
                    {dataout,ptr_count}=0; 
                    for(i=0;i<16;i=i+1) mem[i]<=0; 
                    {i,j}<=0;
                    pkt_counter<=-1; 
                end
            else
                begin
                    if(write_enb && !full) 
                        begin
                            mem[i][8:1]<=temp;
                            mem[i][0]=(temp_flag)? 1:0; 
                            temp_flag=1'b0;
                            i=(i+1)%16;
                            ptr_count=ptr_count+1; 
                        end
                    if(read_enb && !empty) 
                        begin
                            if(!pkt_counter) dataout=8'bz; 
                            else if(mem[j][0] && (pkt_counter==-1)) 
                                begin
                                    pkt_counter=(mem[j][8:3])+1; 
                                    dataout=mem[j][8:1];
                                    j=(j+1)%16;
                                    ptr_count=ptr_count-1; 
                                end
                            else if(pkt_counter>0)
                                begin
                                    dataout=mem[j][8:1];
                                    j=(j+1)%16;
                                    ptr_count=ptr_count-1; 
                                    pkt_counter=pkt_counter -1; 
                                end
                            else dataout=8'hff; 
                        end
                end
        end
        assign full=(ptr_count && (i==j))? 1:0;
        assign empty=(!ptr_count && (i==j))?1:0;
endmodule
module router_sync(clk,resetn,detect_add,write_enb_reg,read_enb_0,read_enb_1,read_enb_2,empty_0,empty_1,empty_2,full_0,full_1,full_2,datain,
				   vld_out_0,vld_out_1,vld_out_2,write_enb,fifo_full, soft_reset_0,soft_reset_1,soft_reset_2);
		input clk,resetn,detect_add,write_enb_reg,read_enb_0,read_enb_1,read_enb_2,empty_0,empty_1,empty_2,full_0,full_1,full_2;
		input [1:0]datain;
		output wire vld_out_0,vld_out_1,vld_out_2;
		output reg [2:0]write_enb;
		output reg fifo_full, soft_reset_0,soft_reset_1,soft_reset_2;
		integer counter_0,counter_1,counter_2; 
		reg [2:0] temp;
		always@(posedge clk)
		  begin
		      if(!resetn)
		          begin
		              counter_0<=30; 
		              counter_1<=30;
		              counter_2<=30;
		              {write_enb,fifo_full,soft_reset_0,soft_reset_1,soft_reset_2}=0;
		          end
		      else if(detect_add)
		          begin
		              temp<=datain;
		              case(datain)
		                  2'b00: fifo_full<=full_0; 
		                  2'b01: fifo_full<=full_1;
		                  2'b10: fifo_full<=full_2;
		                  default: fifo_full<=1'bz;
		              endcase
		          end
		  end
		  always@(posedge clk)
		  begin
		  if(resetn)
		      begin
		          if(vld_out_0) 
		              begin
                          if(!counter_0 && !read_enb_0 )  
                              begin
                                  soft_reset_0<=1;
                                  counter_0<=30;
                              end
                          else if(!read_enb_0) counter_0<=counter_0-1; 
		              end
		          else counter_0<=30;
		      end
		  end
		  always@(posedge clk)
		  begin
		  if(resetn)
		      begin
		          if(vld_out_1)
		              begin
                          if(!counter_1 && !read_enb_1 ) 
                              begin
                                  soft_reset_1<=1;
                                  counter_1<=30;
                              end
                          else if(!read_enb_1) counter_1<=counter_1-1;
		              end
		          else counter_1<=30;
		      end
		  end
		  always@(posedge clk)
		  begin
		  if(resetn)
		      begin
		          if(vld_out_2)
		              begin
                          if(!counter_2 && !read_enb_2 ) 
                              begin
                                  soft_reset_2<=1;
                                  counter_2<=30;
                              end
                          else if(!read_enb_2) counter_2=counter_2-1;
		              end
		          else counter_2<=30;
		      end
		  end
		  always@(posedge clk)
		      begin
		          if(write_enb_reg)
		              begin
		              case(temp)
		                  2'b00: write_enb<=write_enb_reg ? 3'b001:3'b0 ; 
		                  2'b01: write_enb<=write_enb_reg ? 3'b010: 3'b0;
		                  2'b10: write_enb<=write_enb_reg ? 3'b100: 3'b0;
		                  default:write_enb<=1'bz;
		              endcase
		              end
		      end
		  assign vld_out_0=~empty_0;
		  assign vld_out_1=~empty_1;
		  assign vld_out_2=~empty_2;
endmodule
==> deck_impl_summary.md <==
Implementation Results

Run status
  – Status: finished clean

Placed design
  – Dpl ws: 1.688 ns
  – DP Area: 2402 µm²
  – Port Buffers: 32
  – Gpl congestion: 0.7924
  – Detailed Place HPWL: 3.053 mm

Final timing
  – # setup viols final: 0
  – Fmax: 330.2 MHz
  – RSZ-0062 raised after global routing: no
  – PnR worst setup slack: 1.371 ns
  – Post-layout min period: 3.029 ns
  – Fin. max-slew vios: 0
  – Measured slew at the worst slew-check pin: 0.7239 ns
  – Final count of hold timing violations: 0
  – Slew Limit Headroom: 0.5168
  – Worst clock skew: 0.007288 ns
  – Total Neg Setup Slack: 0 ns
  – Final period util: 0.6883

Drt
  – Drt drc: 0
  – WL per Instance: 13.15 µm
  – Routed vias/inst: 5.053
  – N_diodes: 0
  – Routed Antenna Nets: 0
  – DRT iter0 DRCs: 111
  – Final wirelength: 4.483 mm
  – Vias post-DR: 1723
  – Router iterations before antenna repair: 6

Worst setup path
  – CP max FO: 15
  – Crit Path Class: reg -> out
  – Reg2Reg Depth: 4
  – Worst Setup Start Kind: flop
  – Crit. Startpoint: DUT1.state[2]
  – Crit path required time: 3.52 ns
  – CP arrival: 2.15 ns
  – CP cell instances: inv_1 > and3_1 > o21bai_1 > clkdlybuf4s50_1
  – CP peak stage delay: 0.67 ns
  – Crit. End Element: output pin
  – Worst path slowest cell: dfxtp_1
  – R2R Path Start: DUT1.state[0]

Die
  – Cell row count: 26
  – Chip Area: 5735 µm²
  – Core area: 5172 µm²
  – Pre-placement core utilization: 0.4204
  – Ports: 60
  – Die width: 75.73 µm
  – Chip Height: 75.73 µm

Synthesis
  – Syn Area/Cell: 8.698 µm²
  – Main flop type: dfxtp_1
  – Post-synthesis instance area: 2175 µm²
  – Ys async rst share: 0
  – Ys Warns: 119
  – Post-synth EDFFs: 8
  – #FFs+latches synth: 41
  – Post-Synthesis Cells: 250
  – Yosys Chip Area: 2175 µm²
  – Ys cells: 250
  – Register share after synthesis: 0.4143
  – Library cells used by synthesis: 36

GRT
  – Number of global-route vias before repair: 1424
  – Initial antenna violation count: 0
  – GRT overflow: 0
  – First-pass GRT wire length: 7.169 mm
  – Largest net degree at the start of global routing: 37
  – GRT Total Usage: 0.1704

Power
  – Total power: 0.7959 mW
  – Leak: 0.9376 nW
  – VDD IR-drop max: 0.1286 mV
  – Pwr per Cell Area: 317.3 nW/µm²

Clock network
  – Cts hold-fix bufs: 0
  – # clock sinks: 41
  – Clk latency late pin: 0.29 ns
  – H-tree depth: 2
  – Clock Path Buffers: 2
  – Clock slew at reported path FFs: 0.08 ns
  – CTS Buf Count: 5
  – Root Driver: clkbuf_8
  – Setup bufs post-CTS: 0
  – CTS tree: yes
  – CTS resizes: 0

Flow run
  – Tool Warnings: 28
  – Max-capacitance violation count: 0

Layout
  – Post-layout util: 0.4850
  – Post-route design area: 2509 µm²
  – FF/Latch Area: 900.9 µm²
  – Top cell excl fill/tap: nand2_1
  – Number of fill cells: 481
  – Most frequent cells in the layout: nand2_1 (35), dfxtp_1 (33), clkdlybuf4s50_1 (32)
  – Logic area: 1060 µm²
  – Layout area overhead: 15.36%
  – Ratio of cells with drive above 1 in the final layout: 0.07380

Hold path
  – Hold Path Cell Cnt: 2
  – Hold Path Class: reg -> reg
  – Hold_sp: DUT2.packet_parity_byte[2]
## report_power, final
part / internal, mW / switching [mW] / total, mW
clock network: 0.168 / 0.128 / 0.295
registers: 0.397 / 0.0143 / 0.412
logic: 0.0477 / 0.0413 / 0.0890
## stage by stage
stage	hold WS, ns	cells
6_report	0.4674	341
5_1_grt	0.4967	341
4_1_cts	0.4709	341
3_5_place_dp	0.4599	333
3_3_place_gp	0.4550	333
2_1_floorplan	0.3507	272
## routing by layer
| metal | wire (µm) | part of all wire | up-vias | GRT usage |
|---|---|---|---|---|
| li1 | - | - | 868 | - |
| met1 | 2246 | 0.50 | 799 | 0.2796 |
| met2 | 1991 | 0.44 | 52 | 0.2391 |
| met3 | 198 | 0.044 | 4 | 0.04290 |
| met4 | 46 | 0.010 | 0 | 0.01852 |
| met5 | 0 | 0 | - | 0 |
## worst paths after layout
kind | endpoint | slack, ns
worst max-delay path | write_enb_reg | 1.37
worst min-delay path | DUT2.packet_parity_byte[2] | 0.47
worst max register to register | DUT2.internal_parity[6] | 2.45
worst min register to register | DUT2.packet_parity_byte[2] | 0.47
## synth_stat cells (7+ instances only)
cell type  instances  area [µm²]
nand2_1           35       131.4
dfxtp_1           33       660.6
buf_4             25       187.7
a21oi_1           20       100.1
o21ai_0           13       65.06
nor2_1            10       37.54
clkbuf_1           9       33.78
nand2b_1           9       56.30
nand3_1            9       45.04
o221a_2            9       101.4
a2bb2oi_1          8       70.07
a311oi_1           8       70.07
edfxtp_1           8       240.2
nor2b_1            8       50.05
xor2_1             7       61.31
## logic make-up (layout without fill, tap and decap cells)
group	after synthesis	after routing	synth area share
simple gates	86	86	0.2002
compound gates	64	64	0.2094
xor+xnor	9	9	0.03625
other cells	2	24	0.003454
flops	41	41	0.4143
buf+inv	48	47	0.1364
## registers in the layout (all words and copies together) (netlist names)
name                     flops
DUT2.dout                    8
DUT2.hold_header_byte        8
DUT2.internal_parity         8
DUT2.packet_parity_byte      8
DUT1.current_state           3
DUT1.state                   3
DUT2.err                     1
DUT2.low_packet_valid        1
DUT2.parity_done             1
## cell type report
class / count / area share
sequential: 41 / 0.3591
multi-input combinational: 183 / 0.4224
tap: 70 / 0.03491
timing repair buffer: 34 / 0.1337
clock inverter: 2 / 0.01347
inverter: 5 / 0.007481
clock buffer: 6 / 0.02893
## worst max-delay path: cells and delay by family, from the launching register on
family / cells / cell delay, ns
AND/OR/NAND/NOR: 1 / 0.26
flip-flops: 1 / 0.67
buffers and inverters: 2 / 0.78
AND-OR/OR-AND: 1 / 0.15
Power figures rest on the tool's default switching activity, not on a simulated workload.
